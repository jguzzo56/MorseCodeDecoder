## flow/run.sh

```bash
#!/bin/bash
# OpenROAD 26Q1-2900-gdf79404cd8, Yosys 0.63+post, stock flow scripts
make -C /OpenROAD-flow-scripts/flow DESIGN_CONFIG=/design/flow/config.mk WORK_HOME=/design/flow/orfs finish
```

## flow/config.mk

```make
export PLATFORM = sky130hd
export DESIGN_NAME = morse
export DESIGN_NICKNAME = morse
export VERILOG_FILES = /design/flow/design.v
export SDC_FILE = /design/flow/constraint.sdc
export NUM_CORES = 4
export LEC_CHECK = 1
export CORE_UTILIZATION = 50
```

## flow/constraint.sdc

```tcl
current_design morse

set clk_period 3.4
set clk_io_pct 0.2

create_clock -name clk0 -period $clk_period [get_ports {CLK}]

set non_clock_inputs [all_inputs -no_clocks]
set_input_delay [expr $clk_period * $clk_io_pct] -clock clk0 $non_clock_inputs
set_output_delay [expr $clk_period * $clk_io_pct] -clock clk0 [all_outputs]
```

## flow/design.v

```verilog
module alp2hex(input [4:0]letter,output [6:0]hex_out);
	reg [6:0]hex=0;
	assign hex_out=~hex;
	always@(*)begin
		case(letter)
			0:hex <=7'h00; 
			1:hex <=7'h77; 
			2:hex <=7'h7c; 
			3:hex <=7'h39; 
			4:hex <=7'h5E; 
			5:hex <=7'h79; 
			6:hex <=7'h71; 
			7:hex <=7'h3D; 
			8:hex <=7'h76; 
			9:hex <=7'h30; 
			10:hex <=7'h1E; 
			11:hex <=7'h00; 
			12:hex <=7'h38; 
			13:hex <=7'h0; 
			14:hex <=7'h54; 
			15:hex <=7'h3F; 
			16:hex <=7'h73; 
			17:hex <=7'h67; 
			18:hex <=7'h50; 
			19:hex <=7'h6D; 
			20:hex <=7'h78; 
			21:hex <=7'h3E; 
			22:hex <=7'h1C; 
			23:hex <=7'h0; 
			24:hex <=7'h0; 
			25:hex <=7'h6E; 
			26:hex <=7'h0; 
			default:	hex<=0;
		endcase
	end
endmodule
module morse(
	input CLK,
	output [1:0] LEDG,
	input button,
	output [6:0] HEX0,
	output [6:0] HEX1,
	output [6:0] HEX2,
	output [6:0] HEX3,
	output [6:0] HEX4,
	output [6:0] HEX5,
	output [6:0] HEX6,
	output [6:0] HEX7
);
	reg [25:0] clk_counter = 0;
	always@(posedge CLK)begin
		clk_counter <= clk_counter + 1;
	end	
	assign clock_millisec = clk_counter[22];
	reg [10:0] counter = 0;
	reg [3:0] pattern = 0;			 
	reg [3:0] pattern_buffer = 0;  
	reg [2:0] morse_count = 0;		 
	reg [2:0] morse_count_buffer = 0;  
	reg [1:0] btn_state = 0;
	reg [4:0] letter_decoded = 0;  
	reg  new_letter_present = 0;
	reg [4:0] letters_decoded[0:7];	 
	localparam WAIT_NEW_LETTER = 0;  
	localparam BTN_PRESSED = 1;
	localparam BTN_CHECK_FURTHER = 2;
	reg short_pulse = 0;  
	reg long_pulse = 0;
	assign LEDG[0] = short_pulse;  
	assign LEDG[1] = long_pulse;
	always@(posedge clock_millisec) begin
		case(btn_state)
			WAIT_NEW_LETTER:begin
				if(button == 0) begin 		 
					btn_state <= BTN_PRESSED;
				end
				pattern <= 0;
				morse_count <= 0;
				counter <= 0;
				new_letter_present <= 0;				
			end
			BTN_PRESSED:begin
				if(button == 0)begin        
					counter <= counter + 1;	
				end
				else begin				     
					if(counter > 4) begin 				 
						pattern[morse_count] <= 1;
						morse_count<=morse_count + 1;
						btn_state <= BTN_CHECK_FURTHER;
						short_pulse <= 0;
						long_pulse <= 1;
					end
					else begin 								 
						pattern[morse_count] <= 0;
						morse_count <= morse_count + 1;
						btn_state <= BTN_CHECK_FURTHER;
						short_pulse <= 1;
						long_pulse <= 0;						
					end
					counter <= 0;
				end
			end
			BTN_CHECK_FURTHER:begin
				if(button == 1)begin					
					if(counter > 4)begin					 
						btn_state <= WAIT_NEW_LETTER; 
						new_letter_present <= 1;
						letters_decoded[0] <= letter_decoded;
						letters_decoded[1] <= letters_decoded[0];
						letters_decoded[2] <= letters_decoded[1];
						letters_decoded[3] <= letters_decoded[2];
						letters_decoded[4] <= letters_decoded[3];
						letters_decoded[5] <= letters_decoded[4];
						letters_decoded[6] <= letters_decoded[5];
						letters_decoded[7] <= letters_decoded[6];
						pattern_buffer <= pattern;		
						morse_count_buffer <= morse_count;						
					end
					else
					  counter <= counter + 1;				
				end
				else begin
						btn_state <= BTN_PRESSED;
						counter <= 0;
				end
			end
		endcase
	end
	always@(*)begin
		if(new_letter_present)begin
			if(morse_count_buffer == 1)begin  
				if(pattern_buffer[0] == 1)
					letter_decoded = 20; 
				else
					letter_decoded = 5; 
			end
			else if(morse_count_buffer == 2)begin  
				if(pattern_buffer[1:0] == 2'b10)begin
					letter_decoded = 1; 
				end
				else if(pattern_buffer[1:0] == 2'b00)begin
					letter_decoded = 9; 
				end
				else if(pattern_buffer[1:0] == 2'b11)begin
					letter_decoded = 13; 
				end
				else if(pattern_buffer[1:0] == 2'b01)begin
					letter_decoded = 14; 
				end			
			end
			else if(morse_count_buffer == 3)begin  
				if(pattern_buffer[2:0] == 3'b000)begin
					letter_decoded = 19; 
				end
				else if(pattern_buffer[2:0] == 3'b100)begin
					letter_decoded = 21; 
				end
				else if(pattern_buffer[2:0] == 3'b001)begin
					letter_decoded = 4; 
				end	
				else if(pattern_buffer[2:0] == 3'b011)begin
					letter_decoded = 7;  
				end	
				else if(pattern_buffer[2:0] == 3'b101)begin
					letter_decoded = 11; 
				end	
				else if(pattern_buffer[2:0] == 3'b111)begin
					letter_decoded = 15; 
				end
				else if(pattern_buffer[2:0] == 3'b010)begin
					letter_decoded = 18; 
				end
				else if(pattern_buffer[2:0] == 3'b110)begin
					letter_decoded = 23; 
				end			
			end
			else if(morse_count_buffer == 4)begin  
				if(pattern_buffer[3:0] == 4'b0000)begin
					letter_decoded = 8; 
				end
				else if(pattern_buffer[3:0] == 4'b0001)begin
					letter_decoded = 2; 
				end
				else if(pattern_buffer[3:0] == 4'b0101)begin
					letter_decoded = 3; 
				end				
				else if(pattern_buffer[3:0] == 4'b0100)begin
					letter_decoded = 6; 
				end
				else if(pattern_buffer[3:0] == 4'b1110)begin
					letter_decoded = 10; 
				end
				else if(pattern_buffer[3:0] == 4'b0010)begin
					letter_decoded = 12; 
				end
				else if(pattern_buffer[3:0] == 4'b0110)begin
					letter_decoded = 16; 
				end
				else if(pattern_buffer[3:0] == 4'b1011)begin
					letter_decoded = 17; 
				end
				else if(pattern_buffer[3:0] == 4'b1000)begin
					letter_decoded = 22; 
				end
				else if(pattern_buffer[3:0] == 4'b1001)begin
					letter_decoded = 24; 
				end	
				else if(pattern_buffer[3:0] == 4'b1101)begin
					letter_decoded = 25; 
				end				
				else if(pattern_buffer[3:0] == 4'b0011)begin
					letter_decoded = 26; 
				end					
			end			
		end	
	end 
	alp2hex h0(letter_decoded,HEX0);
	alp2hex h1(letters_decoded[0],HEX1);
	alp2hex h2(letters_decoded[1],HEX2);
	alp2hex h3(letters_decoded[2],HEX3);
	alp2hex h4(letters_decoded[3],HEX4);
	alp2hex h5(letters_decoded[4],HEX5);
	alp2hex h6(letters_decoded[5],HEX6);
	alp2hex h7(letters_decoded[6],HEX7);
endmodule
```

==> results.cfg <==
; generated from flow reports
[status]
status = complete, no violations

[logic_synthesis]
synth_area_um2 = 9670
ys_top_cells_by_area = edfxtp_1 (20%), dfxtp_1 (15%), ha_1 (8.7%)
yosys.area.top_type = edfxtp_1
syn_avg_cell_area_um2 = 9.23
ys_warn_count = 6
ys.flop_type = dfxtp_1
syn_inst = 1048
ys_types = 88
ys_cells = 1048
ys_ff = 142
yosysTopAreaCellShare_pct = 20.2
ys_async_sr_fraction_pct = 0
synth-edff-count = 65
ys_area_um2 = 9670

[floorplan]
placementRows = 50
die_width_um = 141
die-area_um2 = 19900
initCoreUtil_pct = 51.3
die_y_um = 141
core_um2 = 18800
ios = 60

[sta]
maxSlewHeadroom_pct = 42.4
finalSetupTns_ps = 0
rsz0062_at_grt = false
worst_clock_skew_ps = 4.90
final-hold-violation-count = 0
whs_ps = 422
fin_crit_sh_pct = 53.9
worstMarginPinSlew_ps = 847
finalSetupViolCount = 0
maxSlewViolCount = 0
fin_crit_ps = 1830
untimed_endpoints = 242
timing.fmax_mhz = 545
unclocked_regs = 119

[worst_setup_path]
cp-end-kind = register
crit_arrival_ps = 1970
cp.required_ps = 3540
cp_max_fo = 6
cp-start-kind = register
crit_type = reg -> reg

[layout]
areaGrowthSynthToFinish_pct = 7.75
nFillCells = 1689
logic_area_um2 = 5530
seq_area_um2 = 3470
utilization_pct = 55.3
drive_gt1_share_pct = 8.42

[global_routing]
grt_pass1_vias = 6296
grt_overflow = 0
grt_use_total_pct = 19.7
antenna_found_initial = 0
grt_max_degree = 83
grt_pass1_wl_um = 31300

[clock_tree]
cts_buffers = 3
cts_resized = 0
cts-root-buf = clkbuf_16
clk_path_buf_depth = 2
hold_buffers = 0
cts_tree = yes
h-tree-depth = 1
worstSkewPairLatency_ps = 250
clk_pin_slew_ps = 60
postCtsSetupRepairBufs = 0

[flow_run]
warnings = 80
max_cap_violations = 0

[placement]
port_buffers = 59
hpwl_um = 13600
gp_congestion = 0.888

[route]
routed_wirelength_um = 18700
drt_iter0_drc = 357
antenna_cells = 0
via_count = 7261
detail_route.wl_per_cell_um = 14.1
ant_nets = 0
drt_pre_antenna_iters = 5
vias_per_cell = 5.46
drc = 0

[power]
vdd_drop_max_mv = 0.412
power.leakage_nw = 3.99
power_density_nw_per_um2 = 55.0

[worst_hold_path]
hp-class = reg -> reg
[sequential cells by signal, summed over array words and instances, names as in the netlist, 4 cells and up]
name,cells
h4.hex,7
h2.hex,7
letter_decoded,5
h5.hex,7
h3.hex,7
letters_decoded,35
pattern_buffer,4
pattern,4
clk_counter,23
h7.hex,7
h1.hex,7
counter,11
h6.hex,7
[area by class of cell]
| cell class | instances | share of cell area [%] |
|---|---|---|
| Clock buffer | 3 | 0.721 |
| Clock inverter | 1 | 0.0601 |
| Inverter | 92 | 3.36 |
| Multi-Input combinational cell | 763 | 53.1 |
| Sequential cell | 142 | 33.3 |
| Tap cell | 260 | 3.12 |
| Timing Repair Buffer | 68 | 6.32 |
[report_power, final]
group	leakage [nW]	switching, mW	internal, mW
Combinational	2.70	0.0306	0.0205
Sequential	1.25	0	0.271
Clock	0.0414	0.0906	0.159
[placed cells by master (no fill, tap or decap), types with 22 or more instances in the layout]
cell type,netlist,final
clkdlybuf4s50_1,0,59
nor2_1,91,91
mux2i_1,29,29
nand2_1,92,92
a21oi_1,62,62
xnor2_1,31,31
mux2_2,22,22
dfxtp_1,72,71
ha_1,67,67
o21ai_0,52,52
edfxtp_1,65,65
inv_1,90,90
nand3_1,36,36
[cells in the mapped netlist, types with 15 or more instances]
master	n
nand3_1	36
a211oi_1	15
edfxtp_1	65
nor2_1	91
nand2b_1	18
xnor2_1	31
clkbuf_1	19
nand2_1	92
inv_1	90
mux2i_1	29
o21ai_0	52
a21oi_1	62
ha_1	67
dfxtp_1	72
mux2_2	22
[final timing paths]
kind	endpoint	depth (start not counted)	from	slack [ps]
max reg2reg	clk_counter[21]	5	clk_counter[6]	1570
max	clk_counter[21]	5	clk_counter[6]	1570
min	clk_counter[0]	1	clk_counter[0]	420
min reg2reg	clk_counter[0]	1	clk_counter[0]	420
[routing by layer]
| metal | vias to the layer above | GRT usage, % | routed length [µm] | share of wire [%] |
|---|---|---|---|---|
| met4 | 0 | 1.26 | 113 | 0.60 |
| met1 | 3314 | 34.1 | 9860 | 53 |
| met2 | 137 | 29.4 | 8190 | 44 |
| met5 | - | 0 | 0 | 0 |
| met3 | 12 | 1.35 | 581 | 3.1 |
| li1 | 3798 | - | - | - |
[metrics by stage]
stage          power (mW)  std cells  instance area [µm²]  setup WS [ps]
4_1_cts             0.580       1329                10400           1550
3_3_place_gp        0.329       1325                10300           1650
5_1_grt             0.598       1329                10400           1380
6_report            0.573       1329                10400           1570
3_5_place_dp        0.328       1325                10300           1620
2_1_floorplan       0.321       1048                 9670           1400
[cells by family after synthesis]
logic type                 Yosys count  share of synthesized area, %
AOI/OAI and AO/OA                  259                          18.2
xor gates and xnor gates            43                          3.97
adders and majority gates           67                          8.67
buffers and inverters              143                          6.92
DFF                                137                          35.1
latches                              5                         0.776
muxes                               81                          10.9
and+or+nand+nor                    313                          15.4
[worst max-delay path, stage by stage, from the launching register on]
cell and delay (ps):
dfxtp_1 380, nand2_1 90, or2_2 310, nor3_1 560, nand4_1 210, xnor2_1 170
Power figures rest on the tool's default switching activity, not on a simulated workload.
